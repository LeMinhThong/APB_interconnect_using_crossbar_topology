**./design.v**
```verilog
module arbitrator (
      input             clk,
      input             rst_n,
      input       [2:0] rn_valid,
      input       [2:0] icn_psel,
      output  reg [2:0] cn_ready,
      output  reg [1:0] crossbar_sel
);
  reg       cn_busy;
  reg [1:0] rn1_order;
  reg [1:0] rn2_order;
  reg [1:0] rn3_order;
  reg [1:0] order_num;
  reg [1:0] cur_order;
  reg [2:0] rn_valid_prev;
  always @(*) begin
    case(icn_psel)
      3'b001:   crossbar_sel = 2'b01;
      3'b010:   crossbar_sel = 2'b10;
      3'b100:   crossbar_sel = 2'b11;
      default:  crossbar_sel = 2'b00;
    endcase  
  end
  always @(posedge clk) begin  
    if((!rst_n) || (rn_valid == 3'b000)) begin
      order_num     <= 2'b01;
      rn_valid_prev <= 3'b000;
    end
    else begin
      if(rn_valid != rn_valid_prev) begin
        if(rn_valid > rn_valid_prev)  
          order_num   <= order_num + 1'b1;
        else  
          order_num   <= order_num;
        rn_valid_prev <= rn_valid;
      end
      else begin
        order_num     <= order_num;
        rn_valid_prev <= rn_valid_prev;
      end
    end
  end
  always @(posedge clk) begin  
    if(!rst_n) begin
      cur_order <= 2'b01;
    end
    else begin
      if(cur_order <= (order_num - 1'b1)) begin
        if(cn_busy == 1'b1) begin
          cur_order <= cur_order;
        end
        else begin
          if(cur_order == rn1_order || cur_order == rn2_order || cur_order == rn3_order)
            cur_order <= cur_order;
          else
            cur_order <= cur_order + 1'b1;
        end
      end
      else begin
        cur_order <= 2'b01;
      end
    end
  end
  always @(posedge clk) begin  
    if(!rst_n) begin
      cn_ready  <= 3'b000;
      cn_busy   <= 1'b0;
    end
    else begin
      case (cur_order)
        rn1_order:
              begin
                if(rn_valid[0] == 1'b1) begin
                  cn_ready[0] <= 1'b1;
                  cn_busy     <= 1'b1;
                end
                else begin
                  cn_ready[0] <= 1'b0;
                  cn_busy     <= 1'b0;
                end
              end
        rn2_order:
              begin
                if(rn_valid[1] == 1'b1) begin
                  cn_ready[1] <= 1'b1;
                  cn_busy     <= 1'b1;
                end
                else begin
                  cn_ready[1] <= 1'b0;
                  cn_busy     <= 1'b0;
                end
              end
        rn3_order:
              begin
                if(rn_valid[2] == 1'b1) begin
                  cn_ready[2] <= 1'b1;
                  cn_busy     <= 1'b1;
                end
                else begin
                  cn_ready[2] <= 1'b0;
                  cn_busy     <= 1'b0;
                end
              end
        default:
              begin
                cn_ready  <= 3'b000;
                cn_busy   <= 1'b0;
              end
      endcase  
    end
  end
  always @(posedge clk) begin  
    if(!rst_n) begin
      rn1_order <= 2'b00;
    end
    else begin
      if(rn_valid[0] == 1'b1) begin
        if(rn1_order == 2'b00)
          rn1_order <= order_num;
        else
          rn1_order <= rn1_order;
      end
      else
        rn1_order <= 2'b00;
    end
  end
  always @(posedge clk) begin  
    if(!rst_n) begin
      rn2_order <= 2'b00;
    end
    else begin
      if(rn_valid[1] == 1'b1) begin
        if(rn2_order == 2'b00)
          rn2_order <= order_num;
        else
          rn2_order <= rn2_order;
      end
      else
        rn2_order <= 2'b00;
    end
  end
  always @(posedge clk) begin  
    if(!rst_n) begin
      rn3_order <= 2'b00;
    end
    else begin
      if(rn_valid[2] == 1'b1) begin
        if(rn3_order == 2'b00)
          rn3_order <= order_num;
        else
          rn3_order <= rn3_order;
      end
      else
        rn3_order <= 2'b00;
    end
  end
endmodule
```
**./run.sh**
```bash
#!/bin/bash
# OpenROAD 26Q1-2900-gdf79404cd8, Yosys 0.63+post, stock flow scripts
make -C /OpenROAD-flow-scripts/flow DESIGN_CONFIG=/design/flow/config.mk WORK_HOME=/design/flow/orfs finish
```
**./config.mk**
```make
export PLATFORM = sky130hd
export DESIGN_NAME = arbitrator
export DESIGN_NICKNAME = arbitrator
export VERILOG_FILES = /design/flow/design.v
export SDC_FILE = /design/flow/constraint.sdc
export NUM_CORES = 4
export LEC_CHECK = 1
export CORE_AREA = 10 10 87 87
export DIE_AREA = 0 0 97 97
```
**./constraint.sdc**
```tcl
current_design arbitrator

set clk_period 1.6
set clk_io_pct 0.2

create_clock -name clk0 -period $clk_period [get_ports {clk}]

set non_clock_inputs [all_inputs -no_clocks]
set_input_delay [expr $clk_period * $clk_io_pct] -clock clk0 $non_clock_inputs
set_output_delay [expr $clk_period * $clk_io_pct] -clock clk0 [all_outputs]
```
==> flow_summary.yaml <==
# synthesis and place-and-route metrics
timing:
  post-route-min-period_ps: 1447
  tightest_slew_ps: 362.8
  timing.fmax_ghz: 0.6909
  final_hold_viol_count: 0
  drv_slew: 0
  setup_slack_ps: 152.6
  slew_headroom: 0.7578
  fin_crit_sh: 0.9046
  rsz0062_at_grt: "false"
  fin_skew_ps: 1.459
  finalSetupViolCount: 0
floorplan:
  die-height_um: 97
  die_area_um2: 9409
  die_width_um: 97
  ioPinCount: 13
  row_count: 27
  core_area_um2: 5642
  initCoreUtil: 0.1641
placement:
  place_area_um2: 1181
  dp_cells: 196
  dp_hpwl_mm: 1.541
  place.gp.congestion: 0.7734
  dp_slack_ps: -293.5
  port_buffers: 12
cts:
  clkLatencyLatePin_ps: 250
  clk_pin_slew_worst_paths_ps: 60
  cts_tree: "yes"
  numCtsBuffers: 3
  cts-root-buf: "clkbuf_8"
  h-tree-depth: 1
  clockBufferDepth: 2
  cts.sinks: 17
  postCtsSetupBuffers: 0
  holdBufCountCts: 0
min_path:
  hold_start: "rn1_order[0]"
  hold_class: "reg -> reg"
worst_setup_path:
  cp_cell_sequence: "inv_1 > ha_4 > or2_1 > o311ai_4 > or3_1 > a21oi_1"
  worst-path-max-fanout: 3
  critPathArrivalTime_ps: 1630
  cp_top_family: "simple AND/OR/NAND/NOR gates"
  reg2reg_from: "rn_valid_prev[2]"
  cp_slowest_stage_delay_ps: 360
  path_class: "reg -> reg"
  worstSetupEndpointType: "flop"
  crit_start: "rn_valid_prev[2]"
  crit_buf_inv: 1
  crit_slowest_cell: "or3_1"
  r2r_slack_ps: 150
  start_kind: "flop"
  required_ps: 1780
yosys:
  ys_warn_count: 1
  async_flop_share: 0
  most_common_cell: "dfxtp_1"
  flop_cell: "dfxtp_1"
  ys_seq_share: 0.3676
  topCellsByArea: "dfxtp_1 37%, ha_1 6.8%, xnor2_1 6.6%"
  ys_ff: 17
  mappedNetlistArea_um2: 925.9
  top_area_frac: 0.3676
  largest_area_cell: "dfxtp_1"
  synthCells: 105
  synthDistinctLibCells: 35
  synthTopCellsByCount: "17 x dfxtp_1, 11 x a21oi_1, 11 x nor2_1"
  avgSynthCellArea_um2: 8.818
  yosys_area_um2: 925.9
  ys_cells: 105
  edf_count: 0
global_routing:
  gr-usage-met1: 0.05109
  grt_pass1_wl_mm: 3.436
  use_met3: 0.01361
  gr-max-usage-layer: "met2"
  grt_pass1_vias: 767
  antenna_found_initial: 0
  track_usage: 0.04133
  met2_usage: 0.06953
  grt_overflow: 0
  grt_max_degree: 10
drt:
  dr.first_iter.drc_count: 34
  wl_per_cell_um: 9.870
  vias_per_cell: 3.875
  route.detailed.drc: 0
  firstDrtPassIters: 4
  ant_nets: 0
  vias: 775
  wl_mm: 1.974
  antenna_cells: 0
pwr:
  power.density_nw_per_um2: 1340
  p_leak_uw: 0.0005400
  vdd_drop_max_mv: 0.6282
  finalPower_uw: 1698
finish:
  finalInstanceArea_um2: 1267
  stdcell_count: 200
  drive_gt1_frac: 0.1797
  syn2layout_area_growth_pct: 36.89
run:
  drv_cap: 0
  warning_count: 25
status:
  status: "complete, no violations"
## cells in the final DEF, fill, tap and decap left out, drive strengths merged, types with 2 or more instances in the layout
cell type      instances
nand2b                 4
xnor2                  9
mux2i                  2
o21ai                  4
nor2b                  2
dlygate4sd2            5
clkbuf                 4
buf                    9
a21oi                 12
dlymetal6s2s           2
clkdlybuf4s50          4
inv                    9
nor2                  11
nand3                  2
and2                   3
nand2                  8
dfxtp                 17
ha                     5
## where the power goes
group | total [uW] | leakage, uW | switching (uW) | internal (uW)
combinational | 801 | 0.000378 | 380 | 422
sequential | 579 | 0.000140 | 78.6 | 501
clock | 317 | 0.0000228 | 141 | 176
## worst register-to-register path: stages, from the launching register on
cell and delay (ps):
dfxtp_1 310, inv_1 60, ha_4 270, or2_1 140, o311ai_4 120, or3_1 360, a21oi_1 120
## kinds of logic (layout without fill, tap and decap cells)
kind of cell    after synthesis  after routing  share of synthesized area
buf+inv                      11             34                    0.06081
xor+xnor                     10             10                     0.1108
fa+ha+maj                     5              5                    0.06757
mux                           2              2                    0.02162
compound gates               23             23                     0.1595
flops                        17             17                     0.3676
simple gates                 37             37                     0.2122
## layer usage
layer / vias up / part of all wire
met5: - / 0
met4: 0 / 0.014
met3: 2 / 0.051
met2: 13 / 0.47
met1: 356 / 0.47
li1: 404 / -
## timing repair
| item | 4_1_cts | 5_1_grt |
|---|---|---|
| pin swaps | 7 | 3 |
| resized | 11 | 4 |
| endpoints found under the setup margin | 3 | 3 |
## layout make-up
class / instances / area (um2)
multi-input cells: 77 / 571.8
well taps: 72 / 90.09
inverters: 9 / 33.78
repair buffers: 21 / 186.4
flip-flops and latches: 17 / 340.3
fillers: 608 / 4374
clock buffers: 4 / 45.04
## metrics by stage
stage / hold slack, ps / util / TNS (ps)
after floorplan: 434.7 / - / 0
after global placement: 474.5 / 0.2094 / -1110
after detailed placement: 472.8 / 0.2094 / -1263
after CTS: 489.5 / 0.2236 / 0
after global routing: 509.3 / 0.2247 / 0
final: 485.0 / 0.2247 / 0
## final timing paths
| kind | cells past startpoint | to |
|---|---|---|
| worst max-delay path | 6 | order_num[1] |
| worst min-delay path | 2 | rn1_order[0] |
| worst max register to register | 6 | order_num[1] |
| worst min register to register | 2 | rn1_order[0] |
## flip-flops by register name, summed over array words and instances, names as in the netlist
register and cells:
cn_ready 3, rn_valid_prev 3, cur_order 2, order_num 2, rn1_order 2, rn2_order 2, rn3_order 2, cn_busy 1
Power and IR drop assume default switching activity.
